**flow/run.sh**
```bash
#!/bin/bash
# OpenROAD 26Q1-2900-gdf79404cd8, Yosys 0.63+post, stock flow scripts
make -C /OpenROAD-flow-scripts/flow DESIGN_CONFIG=/design/flow/config.mk WORK_HOME=/design/flow/orfs finish
```
**flow/design.v**
```verilog
interface adder_if;
    logic [2:0] a;
    logic [2:0] b;
    logic cin;
    logic [3:0] dout;
endinterface
interface mult_if;
    logic [3:0] a;
    logic [3:0] b;
    logic [7:0] product;
endinterface
interface dff_intf;
    logic clk;
    logic rst;
    logic din;
    logic dout;
endinterface  
module mult(
    input  logic [3:0] a,
    input  logic [3:0] b,
    output logic [7:0] product
);
    assign product = a * b;
endmodule
```
**flow/constraint.sdc**
```tcl
current_design mult

set clk_period 3.5
set clk_io_pct 0.2

create_clock -name clk0 -period $clk_period

set non_clock_inputs [all_inputs -no_clocks]
set_input_delay [expr $clk_period * $clk_io_pct] -clock clk0 $non_clock_inputs
set_output_delay [expr $clk_period * $clk_io_pct] -clock clk0 [all_outputs]
```
**flow/config.mk**
```make
export PLATFORM = sky130hd
export DESIGN_NAME = mult
export DESIGN_NICKNAME = mult
export VERILOG_FILES = /design/flow/design.v
export SDC_FILE = /design/flow/constraint.sdc
export NUM_CORES = 4
export LEC_CHECK = 1
export CORE_AREA = 10 10 70 70
export DIE_AREA = 0 0 80 80
```
==> GITHUB_STEP_SUMMARY <==
## Implementation flow summary

| Metric | Value |
|---|---|
| Status | finished with violations |
| Failing checks | setup timing |
| DRC violation count after routing | 0 |
| Register share after synthesis | 0% |
| Crit path kind | in2out |
| Leak pwr | 0.4052 nW |
| Tool warning count | 34 |
| Final worst slack | -0.2035 ns |
| Hold-fix buffer count after cts | 0 |
| Max Clk Rate | 270.0 MHz |
| Max-slew violation count | 0 |
| Crit start category | input pin |
| Global-route wire length before repair | 2104 µm |
| Combinational share of power | 100.0% |
| Vias in the first global route | 493 |
| Io pins | 16 |
| Pwr Density | 166.1 mW/mm² |
| Via count | 453 |
| Cell count listed in synth_stat.txt | 51 |
| # port buffers | 16 |
| Vert. Die Dim | 80 µm |
| Average instance area after synthesis | 8.758 µm² |
| Synthesis area per yosys | 446.7 µm² |
| Hold WC Path Type | in2out |
| FP Core Util | 13.08% |
| Worst Max-Slew Pin Slew | 0.1965 ns |
| DR WL/cell | 9.444 µm |
| Crit path max fanout | 2 |
| WHS Path Cells | 4 |
| Setup violations, final | 2 |
| Worst path arrival time | 3.00 ns |
| Place WS | -1.152 ns |
| Worst hold start | a[0] |
| Antenna Cells | 0 |
| Gp weighted congestion | 0.8022 |
| Clk_buf instances | 0 |
| Sw Ratio | 39.17% |
| Biggest area cells | ha_1, and2_1, fa_1, xnor2_1, a21oi_1 |
| Endpoint class of the critical path | primary output |
| Cells after Synth | 51 |
| Largest type area fraction | 33.61% |
| Number of synthesis warnings | 0 |
| DP Wirelength | 992.2 µm |
| Placed Cells | 124 |
| Synth Cell Area | 446.7 µm² |
| Max-Cap Viols | 0 |
| Reg area | 0 µm² |
| Die area | 0.006400 mm² |
| Fin. Hold Viols | 0 |
| Area delta synth->final | 90.48% |
| Layout cells sized above 1 | 50.00% |
| RSZ-0062 raised after global routing | true |
| Post-synth cell types | 17 |
| Peak VDD IR | 0.00005871 V |
| Grt ovf | 0 |
| P_sw | 0.05536 mW |
| Post-synth top area cell | ha_1 |
| Via-per-instance ratio | 3.595 |
| DRT Wirelength | 1190 µm |
| DR iter-0 viols | 2 |
| Setup TNS | -0.3785 ns |
| Layout Cells excl Fill | 126 |
| Number of iterations in the first detailed-routing pass | 2 |
| Min cycle time layout | 3.704 ns |
| Global-route usage over all layers | 3.732% |
| Internal | 0.08597 mW |
| Antenna violations before repair | 0 |
| Hold Path End | product[0] |
| Die X | 80 µm |
| Core area | 0.003416 mm² |
| Layout Utilization | 24.91% |
| Seq_cells | 0 |
| Largest net degree at the start of global routing | 5 |
| Req. time, crit path | 2.80 ns |
| Rel. slew slack | 86.88% |
| Antenna-violating nets left | 0 |
| Row count | 21 |
| Share of power burned in registers | 0% |
| Fin crit share | 105.8% |
| Clock power share | 0% |
worst max-delay path: stages:
cell and delay, ns:
buf_8 0.08, nand2_4 0.04, fa_1 0.53, inv_1 0.05
fa_1 0.49, ha_4 0.30, a211oi_2 0.07, or4b_4 0.53
o2111ai_2 0.09, buf_2 0.12
power groups by stage:
stage	clock network [mW]	logic (mW)	registers (mW)
CTS	0	0.140	0
global route	0	0.159	0
finish	0	0.141	0
Yosys cell counts:
master	count
and2_1	13
fa_1	4
xnor2_1	2
o21ai_1	1
o211ai_1	1
and3b_1	1
nand2_1	3
o2111ai_1	1
nor2_1	2
xor2_1	1
or4b_1	1
a21oi_1	3
a21o_1	1
inv_1	3
a211oi_1	1
ha_1	12
a21o_2	1
how the worst max path moves through the flow:
stage	end	depth (start not counted)	from
CTS	product[7]	10	b[3]
global route	product[6]	11	a[1]
finish	product[7]	10	a[0]
logic make-up after synthesis:
family                     after synthesis  synth area share (%)
adders and majority gates               16                 51.54
and+or+nand+nor                         20                 26.61
AOI/OAI and AO/OA                        9                 13.45
xor gates and xnor gates                 3                 5.883
buffers and inverters                    3                 2.521
per-stage QoR:
step	cell area, µm²	total power [mW]	hold slack, ns
floorplan	446.7	0.04965	1.472
global placement	747.0	0.1235	2.435
detailed placement	747.0	0.1243	2.432
CTS	840.8	0.1404	2.159
global route	850.8	0.1591	2.179
finish	850.8	0.1413	2.138
repair_timing:
item | 4_1_cts | 5_1_grt
endpoints found under the hold margin | 0 | 0
setup buffers | 2 | 0
gates resized | 60 | 5
pin swaps | 16 | 2
endpoints found under the setup margin | 5 | 5
area by class of cell:
type | instances | area, µm²
fill | 382 | 2565
multi-input combinational | 48 | 538.0
timing repair buffer | 29 | 244.0
tap | 46 | 57.56
inverter | 3 | 11.26
layer usage:
layer,vias up,track usage [%],part of all wire [%]
met3,0,0.5682,4.6
met2,10,6.501,45
met4,0,0,0
met5,-,0,0
met1,206,5.000,50
li1,237,-,-
placed cells by master, fill, tap and decap left out, drive strengths merged:
master	instances
clkdlybuf4s50	4
o211ai	1
nor2	2
inv	3
xor2	1
a21oi	3
and3b	1
clkbuf	1
a21o	2
o21ai	1
nand2	3
buf	23
or4b	1
fa	4
xnor2	2
o2111ai	1
dlygate4sd2	1
ha	12
and2	13
a211oi	1
No activity file was given, so power comes from the tool's default toggle rates.
